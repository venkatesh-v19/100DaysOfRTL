**flow/config.mk**
```make
export PLATFORM = sky130hd
export DESIGN_NAME = nbit_subtractor
export DESIGN_NICKNAME = nbit_subtractor
export VERILOG_FILES = /design/flow/design.v
export SDC_FILE = /design/flow/constraint.sdc
export NUM_CORES = 4
export LEC_CHECK = 1
export CORE_AREA = 10 10 70 70
export DIE_AREA = 0 0 80 80
```
**flow/constraint.sdc**
```tcl
current_design nbit_subtractor

set clk_period 5.3
set clk_io_pct 0.2

create_clock -name clk0 -period $clk_period

set non_clock_inputs [all_inputs -no_clocks]
set_input_delay [expr $clk_period * $clk_io_pct] -clock clk0 $non_clock_inputs
set_output_delay [expr $clk_period * $clk_io_pct] -clock clk0 [all_outputs]
```
**flow/design.v**
```verilog
`timescale 1ns / 1ps
module nbit_subtractor(a,b,diff,borrow);
	parameter N = 8;
	input [N-1:0] a,b;
	output [N-1:0] diff;
	output borrow;
	wire [N-1:0] borrow_chain;
	full_subtractor uut(.a(a[0]),.b(b[0]),.bin(1'b0),.diff(diff[0]),.borrow(borrow_chain[0]));
	genvar i;
	generate
	for(i=1;i<N;i=i+1) begin : LOOP
		full_subtractor uut1(.a(a[i]),.b(b[i]),.bin(borrow_chain[i-1]),.diff(diff[i]),.borrow(borrow_chain[i]));
	end
	endgenerate
	assign borrow = borrow_chain[N-1];
endmodule
module full_subtractor(a,b,bin,diff,borrow);
	input a,b;
	input bin;
	output diff, borrow;
	assign diff = a ^ b ^ bin;
	assign borrow = (~a & b)|(b & bin)|(~a & bin);
endmodule
```
**flow/run.sh**
```bash
#!/bin/bash
# OpenROAD 26Q1-2900-gdf79404cd8, Yosys 0.63+post, stock flow scripts
make -C /OpenROAD-flow-scripts/flow DESIGN_CONFIG=/design/flow/config.mk WORK_HOME=/design/flow/orfs finish
```
==> impl_metrics.toml <==
# yosys + openroad results
[yosys]
xor_share_pct = 0
yosys_area_sq_um = 277
fa_ha_area_share_pct = 55.2
aoi_share_pct = 0
yosysWarnings = 0
ys_top_cells_by_count = "17 x inv_1, 8 x buf_4, 7 x fa_1"
ys_seq_share_pct = 0
netlist.area_leader.share_pct = 50.7
ys_sh_mux_pct = 0
ys_top_cells_by_area = "fa_1 51%, inv_1 23%, buf_4 22%"
simple_gate_share_pct = 0
synth_stat.cells = 33
syn_inst = 33
topCombFamilyByArea = "adder cells"
synth_top_cell_by_count = "inv_1"
avgSynthCellArea_sq_um = 8.38
synth_cell_types = 4
largest_area_cell = "fa_1"
synth_area_sq_um = 277

[drt]
via_per_inst = 2.30
drtIter0Drc = 0
diodes = 0
wl_per_cell_um = 7.35
ant_nets = 0
route.detailed.drc = 0
drt_wl_total_um = 706
drt-pass1-iter-count = 1
vias = 221

[sta]
holdWs_ns = 2.73
finalCritPeriodShare_pct = 97.5
slew_headroom_pct = 93.2
layout_setup_ws_ns = 0.135
hold_viol = 0
finalSetupViolCount = 0
max_freq_mhz = 194
rsz0062_at_grt = "no"
tightestPinTransition_ns = 0.101
finalWorstPathRequiredPeriod_ns = 5.16
slew_viol_final = 0

[power]
peakVddDrop_v = 0.0000266
finalPower_mw = 0.0494
p_per_area_nw_per_um2 = 90.3
p_leak_nw = 0.250

[placed_design]
place.gp.congestion = 0.775
hpwl_um = 697
place_area_sq_um = 524
port_buffers = 25
post-place-ws_ns = -0.773

[global_route]
grt_pass1_vias = 259
grt_antenna_before_repair = 0
grt_pass1_wl_um = 1140
grt_overflow = 0
track_usage_pct = 2.17
grt_max_degree = 2

[setup_path]
critPathKind = "primary input to output pin"
critPathArrivalTime_ns = 4.10
critPathTopFamily = "adder cells"
slowest_stage = "fa_2"
cp-startpoint = "b[0]"
max_stage_delay_ns = 0.42
cp-start-kind = "primary input"
worstPathCellList = "buf_6 > ha_4 > fa_2 > fa_2 > fa_2 > fa_2 > fa_2 > fa_2 > inv_2 > fa_2 > buf_2"
cp.buffers_inverters = 3
cp.required_ns = 4.24
crit_path_frequent_cell = "fa_2"
cp-end-kind = "output pin"
crit_path_max_fanout = 1

[floorplan]
die_width_um = 80
num_rows = 21
ios = 25
core_sq_um = 3420
die_area_sq_um = 6400
fp_util_pct = 8.10
die-height_um = 80

[flow_run]
cap_viol_max_count = 0
tool_warnings = 33

[finish]
syn_to_final_growth_pct = 97.7
final_cell_area_sq_um = 547
flops = 0
regArea_sq_um = 0
drive_above_1_share_pct = 26.0
num-clock-buffers = 0

[clock_network]
cts_hold_buf = 0
postCtsSetupBuffers = 0

[min_path]
hold_class = "primary input to output pin"
hold_start = "b[0]"

[run_status]
status = "completed"
cells by family (layout without fill, tap and decap cells):
family     Yosys count  after routing
buf+inv             25             42
fa+ha+maj            8              8
where the power goes:
| group | leakage [nW] | internal (mW) | total, mW | switching (mW) |
|---|---|---|---|---|
| sequential | 0 | 0 | 0 | 0 |
| combinational | 0.250 | 0.0343 | 0.0494 | 0.0151 |
| clock | 0 | 0 | 0 | 0 |
| total | 0.250 | 0.0343 | 0.0494 | 0.0151 |
metrics by stage:
step / instances / utilization [%] / setup TNS [ns]
4_1_cts: 96 / 16.0 / -0.0182
6_report: 96 / 16.0 / 0
5_1_grt: 96 / 16.0 / 0
2_1_floorplan: 33 / - / 0
3_3_place_gp: 96 / 15.3 / -1.76
3_5_place_dp: 96 / 15.3 / -1.81
timing repair:
| item | 4_1_cts | 5_1_grt |
|---|---|---|
| setup endpoints to repair | 4 | 1 |
| gates resized | 26 | 0 |
| hold endpoints to repair | 0 | 0 |
| pin swaps | 8 | 3 |
routing by layer:
| layer | global-route usage [%] | vias to the layer above | wire length (um) |
|---|---|---|---|
| met5 | 0 | - | 0 |
| met3 | 1.59 | 0 | 163 |
| li1 | - | 109 | - |
| met4 | 0 | 0 | 0 |
| met2 | 2.89 | 23 | 186 |
| met1 | 2.91 | 89 | 355 |
final timing paths:
path  slack [ns]       to  depth (start not counted)
max         0.14  diff[7]                         11
min         2.73  diff[0]                          4
final cells by class:
type / instances / area (sq um)
fillers: 388 / 2870
well taps: 46 / 57.6
repair buffers: 25 / 243
multi-input cells: 8 / 183
inverters: 17 / 63.8
layout by cell type (no fill, tap or decap):
cell type,count
clkdlybuf4s50_1,18
ha_4,1
fa_2,7
buf_6,2
inv_1,15
dlygate4sd2_1,4
inv_2,2
buf_2,1
Power and IR drop assume default switching activity.
