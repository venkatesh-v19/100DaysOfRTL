==> /design/flow/design.v <==
`timescale 1ns / 1ps
module singlePortRAM(clk,rst,wr_en,rd_en,din,add,dout);
	input clk,rst;
	input wr_en, rd_en;
	input [5:0] add;
	input [7:0] din;
	output reg [7:0] dout;
	reg [7:0] ram [63:0];
	integer i;
	always@(posedge clk or posedge rst)begin
		if(rst)begin
			for(i=0;i<64;i=i+1)begin
				ram[i] <= 8'd0;
			end
			dout <=8'd0;
		end
		else begin
			if(wr_en)begin
				ram[add] <= din;
			end
			if(rd_en)begin
				dout <= ram[add];
			end
		end
	end
endmodule
==> /design/flow/run.sh <==
#!/bin/bash
# OpenROAD 26Q1-2900-gdf79404cd8, Yosys 0.63+post, stock flow scripts
make -C /OpenROAD-flow-scripts/flow DESIGN_CONFIG=/design/flow/config.mk WORK_HOME=/design/flow/orfs finish
==> /design/flow/config.mk <==
export PLATFORM = sky130hd
export DESIGN_NAME = singlePortRAM
export DESIGN_NICKNAME = singlePortRAM
export VERILOG_FILES = /design/flow/design.v
export SDC_FILE = /design/flow/constraint.sdc
export NUM_CORES = 4
export LEC_CHECK = 1
export CORE_UTILIZATION = 50
==> /design/flow/constraint.sdc <==
current_design singlePortRAM

set clk_period 2.2
set clk_io_pct 0.2

create_clock -name clk0 -period $clk_period [get_ports {clk}]

set non_clock_inputs [all_inputs -no_clocks]
set_input_delay [expr $clk_period * $clk_io_pct] -clock clk0 $non_clock_inputs
set_output_delay [expr $clk_period * $clk_io_pct] -clock clk0 [all_outputs]
==> impl_metrics.yaml <==
# flow metrics
placed_design:
  placed_area_mm2: 0.0276
  place_hpwl_mm: 60.4
  io_buffers: 25
  routabilityCongestion: 1.02
flow_run:
  tool_warnings: 30
  cap_viol_max_count: 0
logic_synthesis:
  synth_area_mm2: 0.0236
  numSynthFlops: 520
  flop_cell: "dfrtp_1"
  ys_async_sr_fraction_pct: 100
  yosysTopAreaCell: "dfrtp_1"
  netlist.area_leader.share_pct: 55.1
  ys_cells: 1791
  postSynthCellCount: 1791
  avgSynthCellArea_um2: 13.2
  yosys_area_mm2: 0.0236
  ys_top_cells_by_area: "dfrtp_1 (55%), mux2_2 (24%), a32oi_1 (2.5%), nand3_1 (1.7%), clkbuf_1 (1.4%)"
  ys_warn_count: 2
  ys_seq_share_pct: 55.1
  synth.distinct_cells: 63
  edf_count: 0
clocking:
  cts_tree: "yes"
  numClockSinks: 520
  clk_path_buf_depth: 3
  htreeDepth: 2
  root_buffer: "clkbuf_16"
  ctsHoldBuffers: 0
  worstSkewPairLatency_ns: 0.62
  path_clk_slew_ns: 0.06
  cts_buffers: 55
power:
  pwr_density_cell_mw_per_mm2: 793
  vdd_drop_max_mv: 0.786
  p_leak_nw: 14.1
  total_power_mw: 23.7
grt:
  grt_start_max_net_pins: 128
  grt_overflow: 0
  grt_pass1_wl_mm: 125
  antenna_found_initial: 0
  first_global_vias: 17800
  grt.total_usage_pct: 39.0
routing:
  drtIter0Drc: 1234
  diodes: 0
  drt_first_pass_iters: 6
  wl_met3_mm: 9.41
  highest_layer: "met5"
  dr_total_vias: 17700
  detail_route.wl_per_cell_um: 31.3
  wl_met1_mm: 34.9
  wl_met2_mm: 37.5
  antenna_left: 0
  viasPerCell: 6.42
  drc_errors: 0
  drt-total-wl_mm: 86.1
sta:
  tns_ns: -0.0123
  fmax_mhz: 452
  drv_slew: 0
  final.setup.worst_slack_ns: -0.0123
  finalClockPeriodUsage_pct: 101
  finClkSkew_ns: 0.0172
  relSlewSlack_pct: 40.9
  finalHoldViolCount: 0
  finalWorstPathRequiredPeriod_ns: 2.21
  setup_viol: 1
  worst_slew_pin_slew_ns: 0.883
critical_path:
  crit_type: "in2reg"
  end_kind: "flip-flop"
  ff2ff_path_depth: 8
  crit_required_ns: 2.69
  r2r-start: "ram[17][3]"
  r2r_end: "dout[3]"
  crit_fanout: 15
  cp.arrival_ns: 2.70
  rrSetupSlack_ns: 0.16
  worstSetupStartpointType: "input port"
floorplanning:
  pin_count: 26
  num_rows: 79
  die_area_mm2: 0.0481
  die_h_um: 219
  fp.dieW_um: 219
  coreArea_mm2: 0.0466
  core_util_floorplan_pct: 50.7
cells_and_area:
  fin_util_pct: 64.1
  drive_gt1_share_pct: 50.4
  area_delta_synth_final_pct: 26.5
  final_cell_area_mm2: 0.0298
outcome:
  violations: "negative setup slack"
  status: "finished with violations"
hold_path:
  hold_class: "in2async"
## cell usage in the layout, fill, tap and decap left out, types with 39 or more instances in the layout
cell / n
buf_12: 71
dfrtp_1: 520
mux2_2: 512
nand2_1: 52
clkbuf_16: 57
buf_4: 296
a22oi_1: 39
a32oi_1: 66
nand4_1: 46
nand3_1: 79
## stage by stage
stage	instances	setup WS [ns]	hold WS (ns)
after floorplan	1791	-5.30	0.471
after global placement	2638	-1.25	0.479
after detailed placement	2638	-1.25	0.484
after CTS	2748	0.00226	0.286
after global routing	2752	-0.0121	0.306
final	2752	-0.0123	0.302
## routing by layer
metal	GRT usage, %	vias up
met4	14.9	2
met5	1.56	-
met2	54.5	745
met1	56.8	9284
met3	15.8	205
li1	-	7426
## cell usage after synthesis (2+ instances only)
library cell,count
o21a_1,3
nor4b_4,3
nand3_1,79
nand2_2,15
nand4b_2,3
buf_2,26
nand2_1,52
a32o_1,3
o22ai_1,10
mux2i_1,29
and2_1,4
o2111a_1,2
nor4bb_1,5
a22oi_1,41
clkbuf_1,91
a211o_1,2
mux2_2,512
o21ai_0,6
buf_1,9
dfrtp_1,520
nor3_1,20
a22o_1,17
buf_4,9
nor2_1,21
a31oi_1,39
nor2_2,26
nor2b_1,2
a32oi_1,68
and4_1,3
nand4bb_1,2
nor4_1,16
nor2_4,2
a221oi_1,6
nand3b_1,2
buf_6,7
o2111ai_1,4
a222oi_1,2
nand2b_1,2
nand4_1,46
a21oi_1,22
and4b_1,2
inv_1,2
and3_1,36
## cell families (layout without fill, tap and decap cells)
logic type	count (synthesis)	in the layout	share of synthesized area (%)
mux	541	541	25.7
flops	520	520	55.1
simple gates	350	350	8.71
compound gates	235	235	7.64
buf+inv	145	499	2.86
## layout make-up
class / instances / area, µm²
inverter: 2 / 11.3
tap: 607 / 759
clock inverter: 18 / 199
fill: 3424 / 16700
multi-input combinational: 1126 / 10300
sequential: 520 / 13000
timing repair buffer: 403 / 4010
clock buffer: 76 / 1590
## worst max-delay path by stage
stage,start,cells after the start,endpoint
4_1_cts,add[1],11,dout[5]
5_1_grt,add[2],13,dout[3]
6_report,add[1],11,dout[6]
## flip-flops by register name, summed over array words and instances (netlist names)
signal,flops
dout,8
ram,512
## critical path, stage by stage
cell           delay (ns)
dlygate4sd2_1        0.26
buf_12               0.15
buf_6                0.13
nor4bb_4             0.15
buf_12               0.15
buf_4                0.18
and3_1               0.19
a31oi_2              0.19
nand4_1              0.26
nor4_4               0.42
a31oi_1              0.13
## where the power goes
group	internal [mW]	total, mW	switching, mW
Sequential	10.8	11.5	0.715
Combinational	1.47	2.81	1.34
Clock	5.46	9.33	3.87
## repair_timing
action                                  4_1_cts  5_1_grt
endpoints found under the setup margin       30        6
gates cloned                                  2        0
setup buffers                                15        4
pin swaps                                    18        9
gates resized                                44       20
Power figures rest on the tool's default switching activity, not on a simulated workload.
