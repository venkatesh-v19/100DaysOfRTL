<file path="./run.sh">
#!/bin/bash
# OpenROAD 26Q1-2900-gdf79404cd8, Yosys 0.63+post, stock flow scripts
make -C /OpenROAD-flow-scripts/flow DESIGN_CONFIG=/design/flow/config.mk WORK_HOME=/design/flow/orfs finish
</file>
<file path="./config.mk">
export PLATFORM = sky130hd
export DESIGN_NAME = dualPortRAM
export DESIGN_NICKNAME = dualPortRAM
export VERILOG_FILES = /design/flow/design.v
export SDC_FILE = /design/flow/constraint.sdc
export NUM_CORES = 4
export LEC_CHECK = 1
export CORE_UTILIZATION = 40
</file>
<file path="./constraint.sdc">
current_design dualPortRAM

set clk_period 2.7
set clk_io_pct 0.2

create_clock -name clk0 -period $clk_period [get_ports {clk}]

set non_clock_inputs [all_inputs -no_clocks]
set_input_delay [expr $clk_period * $clk_io_pct] -clock clk0 $non_clock_inputs
set_output_delay [expr $clk_period * $clk_io_pct] -clock clk0 [all_outputs]
</file>
<file path="./design.v">
`timescale 1ns / 1ps
module dualPortRAM(clk,rst,wr_en,rd_en,din,wr_add,rd_add,dout);
	input clk,rst;
	input wr_en, rd_en;
	input [5:0] wr_add,rd_add;
	input [7:0] din;
	output reg [7:0] dout;
	reg [7:0] ram [63:0];
	integer i;
	always@(posedge clk or posedge rst)begin
		if(rst)begin
			for(i=0;i<64;i=i+1)begin
				ram[i] <= 8'd0;
			end
			dout <=8'd0;
		end
		else begin
			if(wr_en)begin
				ram[wr_add] <= din;
			end
			if(rd_en)begin
				dout <= ram[rd_add];
			end
		end
	end
endmodule
</file>
==> impl_metrics.yaml <==
# synthesis and place-and-route metrics
global_route:
  grt.total_usage_pct: 37.2
  grt_pass1_wl_mm: 147
  grt_max_degree: 83
  overflow: 0
  grt_pass1_vias: 18500
  antenna_found_initial: 4
clock_network:
  cts_buffers: 57
  cts_root_buf: "clkbuf_16"
  htreeDepth: 2
  cts_buffer_depth: 3
  clock_sinks: 520
  worstSkewPairLatency_ns: 0.63
  path_clk_slew_ns: 0.06
  cts_tree: "yes"
synthesis:
  synth_area_sq_um: 23800
  ys_cells: 1851
  yosys_warnings: 2
  common_cells: "mux2_2, dfrtp_1, nand3_1, clkbuf_1, a32oi_1"
  synth-edff-count: 0
  post-synth-top-count-cell: "mux2_2"
  syn_area_per_cell_sq_um: 12.8
  yosysTopAreaCellShare_pct: 54.7
  synth_seq_share_pct: 54.7
  ys_area_sq_um: 23800
  largest_area_cell: "dfrtp_1"
  ff_type: "dfrtp_1"
  area_leaders: "dfrtp_1, mux2_2, nand3_1"
  syn_inst: 1851
  synth_cell_type_count: 60
  async_flop_share_pct: 100
  synth_flops: 520
outcome:
  violations: "setup timing"
  run_status: "finished, violations left"
drt:
  drc: 0
  wl_per_cell_um: 35.8
  wl_met1_mm: 42.2
  via_per_inst: 6.23
  drt_wl_total_mm: 105
  dr.pass1.iters: 5
  initialDrtViolationCount: 1407
  met3_length_mm: 12.0
  num_vias: 18300
  postRouteAntennaNets: 0
  wl_met2_mm: 45.0
  topRoutingLayerUsed: "met4"
hold_path:
  hold_class: "in2async"
timing:
  max_freq_mhz: 368
  fin_crit_ns: 2.72
  drv_slew: 0
  finalClockSkew_ns: 0.0185
  slew_headroom_pct: 49.5
  hold_viol: 0
  fin_ws_ns: -0.0170
  fin_crit_sh_pct: 101
  tightestPinTransition_ns: 0.756
  setup_viol: 1
power_and_ir_drop:
  switching_share_pct: 25.8
  power.density_nw_per_um2: 659
  p_int_w: 0.0145
  ir_worst_vdd_v: 0.000500
  power.share.sequential_pct: 48.2
  fin_total_pwr_w: 0.0196
  p_sw_w: 0.00506
  clockPowerShare_pct: 40.3
  power_frac_comb_pct: 11.4
  power.leakage_nw: 13.9
placed_design:
  hpwl_mm: 74.3
  gp_congestion: 1.06
  dp_slack_ns: -1.06
  io_buffers: 31
die:
  chip_area_sq_um: 60400
  initial_utilization_pct: 40.4
  die_w_um: 246
  ios: 32
  die_y_um: 246
  rows: 89
  coreArea_sq_um: 58900
job:
  drv_cap: 0
  warning_count: 26
critical_path:
  worst_setup_path_start_kind: "input pin"
  worst-path-max-fanout: 18
  crit_type: "in2reg"
  r2r-start: "ram[27][6]"
  end_kind: "flop"
  cp-startpoint: "rd_add[3]"
  ff2ff_setup_slack_ns: 0.61
  worstPathRequired_ns: 3.21
  cp.arrival_ns: 3.22
finish:
  area_growth_pct: 25.1
  drive_above_1_share_pct: 46.4
==> power groups by stage <==
stage	Clock (W)	Sequential (W)	Combinational, W
after CTS	0.00803	0.00943	0.00223
after global routing	0.00831	0.00956	0.00239
final	0.00791	0.00946	0.00224
==> worst max-delay path, stage by stage <==
cell and delay, ns:
clkdlybuf4s50_1 0.51, buf_12 0.16, and4bb_2 0.37, and2_2 0.32, a22o_1 0.39, nor3_1 0.40
nor4b_1 0.30, buf_4 0.16, a21oi_1 0.05
==> flip-flops by register name, indices dropped and copies added (netlist names) <==
| register | cells |
|---|---|
| dout | 8 |
| ram | 512 |
==> layout make-up <==
| class | instances | area, sq um |
|---|---|---|
| diodes | 2 | 5.00 |
| clock buffers | 88 | 1690 |
| clock inverters | 18 | 185 |
| fillers | 5046 | 29200 |
| inverters | 1 | 7.51 |
| multi-input cells | 1166 | 10300 |
| flip-flops and latches | 520 | 13000 |
| well taps | 773 | 967 |
| repair buffers | 365 | 3600 |
==> cell families (layout without fill, tap and decap cells) <==
family | Yosys count | count (layout) | share of synthesized area (%)
AOI/OAI and AO/OA | 204 | 204 | 6.78
buffers and inverters | 165 | 472 | 3.06
DFF | 520 | 520 | 54.7
muxes | 530 | 530 | 25.0
other | 0 | 2 | 0
and+or+nand+nor | 432 | 432 | 10.4
==> routing by layer <==
metal  up-vias  track usage [%]
met5         -                0
met4         0             15.5
li1       7533                -
met2       865             52.1
met1      9656             52.4
met3       233             15.4
==> metrics by stage <==
| step | area, sq um | cells | utilization (%) | setup TNS [ns] | hold slack [ns] |
|---|---|---|---|---|---|
| 2_1_floorplan | 23800 | 1851 | - | -2550.20 | 0.471 |
| 3_3_place_gp | 27700 | 2823 | 47.0 | -9.78 | 0.480 |
| 3_5_place_dp | 27700 | 2823 | 47.0 | -10.71 | 0.484 |
| 4_1_cts | 29700 | 2929 | 50.4 | 0 | 0.413 |
| 5_1_grt | 29800 | 2931 | 50.5 | -0.00239 | 0.456 |
| 6_report | 29800 | 2933 | 50.5 | -0.0170 | 0.411 |
==> final timing paths <==
check	end	depth (start not counted)
hold / removal	ram[27][1]	3
setup reg to reg	dout[6]	7
hold reg to reg	ram[40][2]	1
max in group asynchronous	ram[1][1]	4
setup / recovery	dout[4]	9
min in group clk0	ram[58][2]	2
==> cell usage in the layout, fill, tap and decap left out, types with 5 or more instances in the layout <==
master,synthesis,final
buf_12,0,65
and2_0,6,6
nor3_1,10,10
nor4_1,14,8
o22ai_1,8,8
buf_2,30,8
nand4_1,57,57
a22o_1,18,18
mux2i_1,9,9
nand3_1,143,142
clkbuf_8,0,13
a32o_1,11,11
and3_1,39,39
dfrtp_1,520,520
clkdlybuf4s50_1,0,22
nand2b_1,6,6
a21oi_1,11,11
a31oi_1,31,29
and4_1,7,7
mux2_2,521,521
nand2_1,55,55
clkinv_2,0,11
nor2_1,23,22
a32oi_1,78,76
buf_4,2,267
and2_1,19,17
a22oi_1,28,28
clkbuf_1,107,17
or2_2,5,5
nor2_2,8,8
clkbuf_16,0,58
==> what timing repair did <==
action | 4_1_cts | 5_1_grt
pin swaps | 2 | 4
gates resized | 11 | 16
cloned | 0 | 0
buffers inserted | 0 | 2
hold buffers | 0 | 0
endpoints found under the setup margin | 5 | 8
No activity file was given, so power comes from the tool's default toggle rates.
